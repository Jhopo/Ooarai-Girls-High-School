## flow/constraint.sdc

```tcl
current_design ID_EX

set clk_period 1.0
set clk_io_pct 0.2

create_clock -name clk0 -period $clk_period [get_ports {clk_i}]

set non_clock_inputs [all_inputs -no_clocks]
set_input_delay [expr $clk_period * $clk_io_pct] -clock clk0 $non_clock_inputs
set_output_delay [expr $clk_period * $clk_io_pct] -clock clk0 [all_outputs]
```

## flow/run.sh

```bash
#!/bin/bash
# OpenROAD 26Q1-2900-gdf79404cd8, Yosys 0.63+post, stock flow scripts
make -C /OpenROAD-flow-scripts/flow DESIGN_CONFIG=/design/flow/config.mk WORK_HOME=/design/flow/orfs finish
```

## flow/design.v

```verilog
module ID_EX
(
    clk_i,
    RegDst_i, 
    ALUOp_i,
    ALUSrc_i, 
    RegWrite_i, 
    MemtoReg_i, 
    MemWrite_i,  
    ExtOp_i,
    RegDst_o,
    ALUOp_o,
    ALUSrc_o,
    RegWrite_o,
    MemtoReg_o,
    MemWrite_o,
    ExtOp_o,
    pc_i,
    pc_o,
    RSdata_i, 
    RTdata_i,
    RSdata_o, 
    RTdata_o,
    Sign_Extend_data_i,
    Sign_Extend_data_o,
    instr_25_21_i,
    instr_20_16a_i,
    instr_20_16b_i,
    instr_15_11_i,
    instr_25_21_o,
    instr_20_16a_o,
    instr_20_16b_o,
    instr_15_11_o,
);
input           clk_i;
input			RegDst_i, ALUSrc_i, RegWrite_i, MemtoReg_i, MemWrite_i, ExtOp_i;
output			RegDst_o, ALUSrc_o, RegWrite_o, MemtoReg_o, MemWrite_o, ExtOp_o;
input 	[1:0] 	ALUOp_i;
output 	[1:0] 	ALUOp_o;
input 	[31:0]	pc_i;
output 	[31:0]	pc_o;
input 	[31:0] 	RSdata_i; 
input   [31:0]	RTdata_i;
output  [31:0]	RSdata_o;
output  [31:0]	RTdata_o;
input   [31:0]	Sign_Extend_data_i;
output  [31:0]	Sign_Extend_data_o;
input   [4:0]	instr_25_21_i;
input   [4:0]	instr_20_16a_i;
input   [4:0]	instr_20_16b_i;
input   [4:0]	instr_15_11_i;
output  [4:0]	instr_25_21_o;
output  [4:0]	instr_20_16a_o;
output  [4:0]	instr_20_16b_o;
output  [4:0]	instr_15_11_o;
reg				RegDst_in, ALUSrc_in, RegWrite_in, MemtoReg_in, MemWrite_in, ExtOp_in;
reg				RegDst_out, ALUSrc_out, RegWrite_out, MemtoReg_out, MemWrite_out, ExtOp_out;
reg 	[1:0] 	ALUOp_in;
reg 	[1:0] 	ALUOp_out;
reg 	[31:0]	pc_in;
reg 	[31:0]	pc_out;
reg 	[31:0] 	RSdata_in; 
reg   	[31:0]	RTdata_in;
reg  	[31:0]	RSdata_out;
reg 	[31:0]	RTdata_out;
reg   	[31:0]	Sign_Extend_data_in;
reg  	[31:0]	Sign_Extend_data_out;
reg   	[5:0]	instr_25_21_in;
reg   	[5:0]	instr_20_16a_in;
reg  	[5:0]	instr_20_16b_in;
reg  	[5:0]	instr_15_11_in;
reg  	[5:0]	instr_25_21_out;
reg  	[5:0]	instr_20_16a_out;
reg  	[5:0]	instr_20_16b_out;
reg  	[5:0]	instr_15_11_out;
assign RegDst_o = RegDst_out;
assign ALUSrc_o = ALUSrc_out;
assign RegWrite_o = RegWrite_out;
assign MemtoReg_o = MemtoReg_out;
assign MemWrite_o = MemWrite_out;
assign ExtOp_o = ExtOp_out;
assign ALUOp_o = ALUOp_out;
assign pc_o = pc_out;
assign RSdata_o = RSdata_out;
assign RTdata_o = RTdata_out;
assign Sign_Extend_data_o = Sign_Extend_data_out;
assign instr_25_21_o = instr_25_21_out;
assign instr_20_16a_o = instr_20_16a_out;
assign instr_20_16b_o = instr_20_16b_out;
assign instr_15_11_o = instr_15_11_out;
always@(posedge clk_i) begin
	RegDst_out <= RegDst_in;
	ALUSrc_out <= ALUSrc_in;
	RegWrite_out <= RegWrite_in;
	MemtoReg_out <= MemtoReg_in;
	MemWrite_out <= MemWrite_in;
	ExtOp_out <= ExtOp_in;
	ALUOp_out <= ALUOp_in;
	pc_out <= pc_in;
	RSdata_out <= RSdata_in;
	RTdata_out <= RTdata_in;
	Sign_Extend_data_out <= Sign_Extend_data_in;
	instr_25_21_out <= instr_25_21_in;
	instr_20_16a_out <= instr_20_16a_in;
	instr_20_16b_out <= instr_20_16b_in;
	instr_15_11_out <= instr_15_11_in;
end
always@(negedge clk_i) begin
	RegDst_in <= RegDst_i;
	ALUSrc_in <= ALUSrc_i;
	RegWrite_in <= RegWrite_i;
	MemtoReg_in <= MemtoReg_i;
	MemWrite_in <= MemWrite_i;
	ExtOp_in <= ExtOp_i;
	ALUOp_in <= ALUOp_i;
	pc_in <= pc_i;
	RSdata_in <= RSdata_i;
	RTdata_in <= RTdata_i;
	Sign_Extend_data_in <= Sign_Extend_data_i;
	instr_25_21_in <= instr_25_21_i;
	instr_20_16a_in <= instr_20_16a_i;
	instr_20_16b_in <= instr_20_16b_i;
	instr_15_11_in <= instr_15_11_i;
end
endmodule
```

## flow/config.mk

```make
export PLATFORM = sky130hd
export DESIGN_NAME = ID_EX
export DESIGN_NICKNAME = ID_EX
export VERILOG_FILES = /design/flow/design.v
export SDC_FILE = /design/flow/constraint.sdc
export NUM_CORES = 4
export LEC_CHECK = 1
export CORE_AREA = 10 10 213 213
export DIE_AREA = 0 0 223 223
```

==> impl_metrics.yaml <==
# generated from flow reports
synth:
  ys.flops: 312
  syn_area_um2: 6250
  yosysWarnings: 1
  postSynthSeqShare_pct: 99.9
  syn_area_per_cell_um2: 20.0
  ys_area_um2: 6250
  yosys_cells: 313
  ys_types: 2
  synth_cells: 313
clock_tree:
  cts_buffers: 36
  cts.path.max_buffers: 3
  tritoncts: "built"
  clk_pin_slew_worst_paths_ns: 0.06
  hold_buffers: 0
  htree_levels: 2
  clk_latency_ns: 0.59
  clockRootBuffer: "clkbuf_16"
  cts_sinks: 312
sta:
  finalCriticalPeriod_ns: 1.17
  skew_ns: 0.0595
  final-setup-viol-count: 156
  setup-tns-final_ns: -21.70
  finalMaxSlewViolations: 0
  grt_setup_unrepaired: "yes"
  fmax_ghz: 0.855
  relSlewSlack_pct: 90.3
  post-route-period-util_pct: 117
  tightest_slew_ns: 0.145
  hold_slack_ns: 0.553
  timing.final.ws_setup_ns: -0.170
  hold_violations: 0
global_routing:
  grtUsageTotal_pct: 7.11
  grt_pass1_wl_um: 26500
  gr-total-overflow: 0
  grt_max_degree: 16
  antenna_found_initial: 1
  grt_pass1_vias: 4114
finish:
  comb_area_um2: 0
  comb.multi_input.count: 0
  nFillCells: 4092
  final_layout_size_suffix_gt1_share_pct: 30.8
  design_area_um2: 11300
  layout.cells.non_filler: 1377
  syn_to_final_growth_pct: 81.0
floorplan:
  die_area_um2: 49700
  ioPinCount: 313
  row_count: 74
  fp-utilization_pct: 15.3
  dieWidth_um: 223
  core_um2: 40800
  die_y_um: 223
placed_design:
  hpwl_um: 13400
  port_buffers: 312
  routabilityCongestion: 0.741
  placed_area_um2: 10000
  dp_slack_ns: -0.332
  dp_cells: 1157
power_and_ir_drop:
  peakVddDrop_mv: 1.42
  p_per_area_nw_per_um2: 2700
  power_leakage_nw: 5.37
routing:
  wl_per_cell_um: 13.2
  vias: 3994
  drtAntennaViolNets: 0
  antenna_cells_inserted: 0
  drc: 0
  finalWirelength_um: 18200
  first_iter_violations: 84
  dr.pass1.iters: 4
  via_per_inst: 2.90
status:
  status: "complete, but fails checks"
  violations: "setup timing"
job:
  warnings: 183
  drv_cap: 0
worst_setup_path:
  path_delay_family: "flip-flops"
  cp_max_fo: 1
  path_buffers: 1
  crit_chain: "buf_6"
  start_kind: "register"
  path_class: "reg2out"
  endpoint_kind: "output port"
  slowest_stage: "dfxtp_2"
  critPathMaxStageDelay_ns: 0.32
  required_ns: 0.80
  critical_path_arrival_ns: 0.97
worst_hold_path:
  hold_path.class: "in2reg"
==> cell usage after synthesis <==
master	count	area [um2]
dfxtp_1	312	6250
inv_1	1	3.75
==> report_power, final <==
group	total (mW)	internal, mW	switching [mW]
logic	0.968	0.774	0.194
clock network	16.3	9.44	6.83
registers	13.3	13.2	0.153
==> registers in the layout, summed over array words and instances, names as in the netlist, 32 cells and up <==
name,cells
pc_out,32
RTdata_out,32
RSdata_out,32
pc_in,32
RSdata_in,32
RTdata_in,32
Sign_Extend_data_out,32
Sign_Extend_data_in,32
==> logic make-up after synthesis <==
| logic type | Yosys count | synth area share (%) |
|---|---|---|
| buffers and inverters | 1 | 0.0600 |
| DFF | 312 | 99.9 |
==> placed cells by master, fill, tap and decap left out <==
master / instances
inv_4: 1
dfxtp_2: 44
inv_6: 5
clkbuf_16: 41
clkbuf_1: 4
clkbuf_8: 2
dfxtp_1: 268
clkinvlp_4: 1
bufinv_16: 3
buf_2: 137
clkinvlp_2: 1
inv_1: 157
buf_6: 19
inv_8: 4
bufinv_8: 1
clkinv_4: 1
clkdlybuf4s50_1: 156
==> per-stage QoR <==
step	utilization (%)	power, mW
final	27.7	30.6
after global routing	27.7	32.3
after CTS	27.5	31.2
after detailed placement	24.6	15.7
after global placement	24.6	15.7
after floorplan	-	14.4
==> per-layer routing <==
layer  global-route usage [%]  part of all wire (%)  vias up
met2                     11.3                    46      198
met4                     2.75                   4.3        0
met5                        0                     0        -
li1                         -                     -     1988
met3                     3.35                    11       44
met1                     8.22                    39     1764
==> worst paths after layout <==
| path | startpoint | endpoint | slack, ns | cells after the start |
|---|---|---|---|---|
| max | pc_out[17] | pc_o[17] | -0.17 | 1 |
| min | RTdata_i[0] | RTdata_in[0] | 0.55 | 1 |
| max reg2reg | RSdata_in[1] | RSdata_out[1] | 0.02 | 0 |
| min reg2reg | RTdata_in[22] | RTdata_out[22] | 0.85 | 0 |
==> area by class of cell <==
type                  instances  area [um2]  share of cell area (%)
clock buffer                 47        1070                    9.45
clock inverter              174         813                    7.19
sequential                  312        6300                    55.7
tap                         532         666                    5.89
timing repair buffer        312        2460                    21.8
==> repair_timing <==
item | 4_1_cts | 5_1_grt
gates resized | 575 | 25
buffers inserted | 0 | 0
endpoints found under the setup margin | 156 | 157
No activity file was given, so power comes from the tool's default toggle rates.
