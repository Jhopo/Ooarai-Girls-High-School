==> flow/design.v <==
module Registers
(
    clk_i,
    RSaddr_i,
    RTaddr_i,
    RDaddr_i, 
    RDdata_i,
    RegWrite_i, 
    RSdata_o, 
    RTdata_o 
);
input               clk_i;
input   [4:0]       RSaddr_i;
input   [4:0]       RTaddr_i;
input   [4:0]       RDaddr_i;
input   [31:0]      RDdata_i;
input               RegWrite_i;
output  [31:0]      RSdata_o; 
output  [31:0]      RTdata_o;
reg     [31:0]      register        [0:31];
assign  RSdata_o = register[RSaddr_i];
assign  RTdata_o = register[RTaddr_i];
always@(negedge clk_i) begin
    if(RegWrite_i)
        register[RDaddr_i] <= RDdata_i;
end
endmodule 
==> flow/run.sh <==
#!/bin/bash
# OpenROAD 26Q1-2900-gdf79404cd8, Yosys 0.63+post, stock flow scripts
make -C /OpenROAD-flow-scripts/flow DESIGN_CONFIG=/design/flow/config.mk WORK_HOME=/design/flow/orfs finish
==> flow/config.mk <==
export PLATFORM = sky130hd
export DESIGN_NAME = Registers
export DESIGN_NICKNAME = Registers
export VERILOG_FILES = /design/flow/design.v
export SDC_FILE = /design/flow/constraint.sdc
export NUM_CORES = 4
export LEC_CHECK = 1
export CORE_UTILIZATION = 30
==> flow/constraint.sdc <==
current_design Registers

set clk_period 11.4
set clk_io_pct 0.2

create_clock -name clk0 -period $clk_period [get_ports {clk_i}]

set non_clock_inputs [all_inputs -no_clocks]
set_input_delay [expr $clk_period * $clk_io_pct] -clock clk0 $non_clock_inputs
set_output_delay [expr $clk_period * $clk_io_pct] -clock clk0 [all_outputs]
==> results.yml <==
# physical design summary
run_status:
  outcome: "finished, final reports clean"
global_routing:
  first_global_vias: 37400
  grt.overflow.total: 0
  grt_max_degree: 93
  track_usage: 0.197
  antenna_found_initial: 7
  grt_pass1_wl_um: 223000
cts:
  cts-hold-fix-buffers: 0
  cts_htree_levels: 3
  cts_tree: "yes"
  post_cts_resized: 0
  cts_setup_buffers: 0
  path_clk_slew_ps: 50
  cts-root-buf: "clkbuf_16"
  cts_sinks: 1024
  clk_path_buf_depth: 3
  cts_buffers: 109
layout:
  largest_reg_flops: 1024
  area_growth_pct: 23.6
  final_core_util: 0.375
  regMostFlops: "register"
  reg_top3: "register: 1024 flops"
  drive_above_1_share: 0.0778
drt:
  wl_per_cell_um: 22.8
  final_antenna_net_count: 0
  drc: 0
  dr.pass1.iters: 7
  viasPerCell: 5.05
  drtIter0Drc: 2269
  antenna_cells: 0
  vias: 34200
  drt-total-wl_um: 154000
floorplanning:
  fp_util: 0.303
  chip_area_um2: 164000
  fp.dieW_um: 405
  coreArea_um2: 161000
  ioPinCount: 113
  rows: 147
  die_h_um: 405
hold_path:
  min_from: "RTaddr_i[1]"
  hold_path_end: "RTdata_o[15]"
  hp-class: "in2out"
  hold_depth: 6
sta:
  setup_violations: 0
  drv_slew: 0
  worstMarginPinSlew_ps: 866
  max_slew_margin: 0.423
  final_hold_viol_count: 0
  tns_ps: 0
  grt_setup_unrepaired: "no"
worst_setup_path:
  endpoint_kind: "output port"
  cpPeakStageDelay_ps: 470
  start_kind: "flip-flop"
  cp_data_required_time_ps: 9120
  cp_slowest_cell: "clkdlybuf4s50_1"
  crit_fanout: 2
  crit_type: "reg2out"
  cp_data_arrival_time_ps: 8360
  startpoint: "register[6][21]"
  crit_chain: "mux2i_1 -> a22o_1 -> nor3_1 -> a31oi_1 -> nand3_1 -> clkdlybuf4s50_1"
yosys:
  syn_inst: 3387
  yosysTopAreaCell: "edfxtp_1"
  ys_seq_frac: 0.631
  yosysTopAreaCellShare: 0.631
  yosys_cells: 3387
  yosys_area_um2: 48800
  ys_types: 24
  syn_avg_cell_area_um2: 14.4
  top_cells_by_area: "edfxtp_1 63%, mux2i_1 21%, a22oi_1 3.0%"
  yosysWarningCount: 1
  synth-seq-cells: 1024
  syn_area_um2: 48800
placed_design:
  port_buffers: 112
  hpwl_um: 84000
  gp_congestion: 0.858
flow_run:
  warnings: 1027
  drv_cap: 0
power:
  power.leakage_uw: 0.0259
  vdd_drop_max_uv: 120
  power_density_nw_per_um2: 167
## through the flow
stage / total power, uW / worst slack [ps] / hold WS (ps) / cell area, um^2 / std cells
3_5_place_dp: 5590 / 753 / 5920 / 52700 / 5539
6_report: 10100 / 760 / 5880 / 60300 / 6760
5_1_grt: 10700 / 628 / 5940 / 60300 / 6760
2_1_floorplan: 5250 / 986 / 4820 / 48800 / 3387
4_1_cts: 10300 / 704 / 5910 / 60300 / 6760
3_3_place_gp: 5590 / 776 / 5910 / 52700 / 5539
## cell usage after synthesis
master    count
inv_1         1
nor2_1       35
nand3_1     194
edfxtp_1   1024
nor3_1       64
or3_1         1
nor2b_1       4
buf_4        52
clkbuf_4      4
a22o_1      128
a22oi_1     192
clkbuf_1     73
mux2i_1    1024
buf_1         7
nand3b_1      5
buf_6        37
or3b_2        3
buf_2        80
nand2b_1      4
or2_2         2
and2_1        2
nand2_1     195
a31oi_1      64
a21oi_1     192
## report_power, final
group	total [uW]	internal (uW)	switching [uW]
Sequential	4240	4220	19.1
Combinational	775	290	486
Clock	5070	2700	2360
## worst max-delay path by stage
stage / endpoint / slack [ps] / cells after the start
final: RSdata_o[21] / 760 / 6
after CTS: RSdata_o[22] / 700 / 6
after global routing: RSdata_o[22] / 630 / 6
## routing by layer
layer	vias up	part of all wire	global-route usage
met5	-	0.0022	0.0125
met4	20	0.029	0.0837
met3	275	0.14	0.136
met2	1841	0.47	0.289
met1	16400	0.36	0.221
li1	15700	-	-
## final cells by class
cell class	count	area [um^2]
repair buffers	245	2440
clock buffers	110	2750
clock inverters	1112	4870
well taps	2160	2700
flip-flops and latches	1024	30700
fillers	14800	101000
multi-input cells	2109	16800
## worst max-delay path, delay by kind of cell (launching register included)
family	cells	cell delay, ps
AOI/OAI and AO/OA	2	560
buffers and inverters	1	470
DFF	1	430
muxes	1	180
and+or+nand+nor	2	300
## logic make-up after synthesis
family	share of synthesized area
muxes	0.210
DFF	0.631
AOI/OAI and AO/OA	0.0805
and+or+nand+nor	0.0472
buffers and inverters	0.0316
## placed cells by master (no fill, tap or decap), types with 5 or more instances in the layout
cell / n
nand2_1: 193
bufinv_16: 21
nand3b_1: 5
a22oi_1: 192
buf_4: 108
nand3_1: 194
nor3_1: 64
inv_4: 6
clkinvlp_2: 29
mux2i_1: 1024
inv_1: 1050
a22o_1: 128
a21oi_1: 192
clkdlybuf4s50_1: 110
a31oi_1: 64
edfxtp_1: 1024
buf_12: 25
nor2_4: 34
clkbuf_16: 110
Power and IR drop assume default switching activity.
