==> design.v <==
module ALU
(
    data1_i,
    data2_i,
    ALUCtrl_i,
    data_o,
    Zero_o
);
input 	[31:0]	data1_i, data2_i;
output 	[2:0] 	ALUCtrl_i;
output 	[31:0]	data_o;
output 			Zero_o;
reg 	[63:0]	temp;
reg 	[31:0]	temp_sub;
assign data_o = temp[31:0];
assign Zero_o = (temp_sub == 32'b0) ?1'b1 :1'b0;
always@(data1_i or data2_i or ALUCtrl_i) begin
	case(ALUCtrl_i)
		3'b000: 
			temp <= data1_i + data2_i;
		3'b001: 
			temp <= data1_i * data2_i;
		3'b010: 
			temp <= data1_i - data2_i;
		3'b011: 
			temp <= data1_i & data2_i;
		3'b100: 
			temp <= data1_i | data2_i;
		default:
			temp <= 64'b0;
	endcase
	begin
	temp_sub <= data1_i - data2_i;
	end
end
endmodule
==> run.sh <==
#!/bin/bash
# OpenROAD 26Q1-2900-gdf79404cd8, Yosys 0.63+post, stock flow scripts
make -C /OpenROAD-flow-scripts/flow DESIGN_CONFIG=/design/flow/config.mk WORK_HOME=/design/flow/orfs finish
==> config.mk <==
export PLATFORM = sky130hd
export DESIGN_NAME = ALU
export DESIGN_NICKNAME = ALU
export VERILOG_FILES = /design/flow/design.v
export SDC_FILE = /design/flow/constraint.sdc
export NUM_CORES = 4
export LEC_CHECK = 1
export CORE_AREA = 10 10 90 90
export DIE_AREA = 0 0 100 100
==> constraint.sdc <==
current_design ALU

set clk_period 12.5
set clk_io_pct 0.2

create_clock -name clk0 -period $clk_period

set non_clock_inputs [all_inputs -no_clocks]
set_input_delay [expr $clk_period * $clk_io_pct] -clock clk0 $non_clock_inputs
set_output_delay [expr $clk_period * $clk_io_pct] -clock clk0 [all_outputs]
==> CHANGELOG.md <==
### Changed

- Worst rel slew slack: 0.6031
- Mapped Cells: 308
- WL per Instance: 13.05 um
- # clk buffers: 0
- Post-CTS Resized: 0
- Max Cap Viol: 0
- # Cells Yosys: 308
- Vias in the first global route: 2177
- Core area: 0.006277 mm^2
- Dpl ws: 3.835 ns
- # hold bufs at CTS: 0
- Status: finished, final reports clean
- # setup viols final: 0
- Worst Setup EP: Zero_o
- WP data arrival: 6.18 ns
- Worst Setup Path Type: input port to primary output
- Area Overhead vs Synth: 27.73%
- Top cell excl fill/tap: clkdlybuf4s50_1
- Crit path max-delay family: simple AND/OR/NAND/NOR gates
- Via density: 4.975
- Synth Cell Area: 0.002135 mm^2
- Worst-path fanout max: 9
- Placed inst area: 0.002726 mm^2
- RSZ-0062 raised after global routing: no
- Port Buffers: 65
- Min Hold Slack: 6.257 ns
- Total track usage: 0.1112
- Crit. Startpoint: data2_i[5]
- Yosys warning count: 4
- Post-DP HPWL: 5.225 mm
- Setup slack after layout: 3.820 ns
- Post-synthesis average cell area: 6.930 um^2
- Share of cells above drive strength 1: 0.04878
- Startpoint types: input port
- Max Clk Rate: 115.2 MHz
- Pin count of the biggest net entering global routing: 13
- First-pass GRT wire length: 9.770 mm
- Leak: 1.278 nW
- Critical Path Max Stage Delay: 0.51 ns
- Hold Crit Depth: 6
- Worst Setup End Kind: primary output
- Die Y: 100 um
- Final hold violation count: 0
- Initial DRC count: 123
- Total gr overflow: 0
- Registers: 0
- Cell row count: 29
- Yosys chip area: 0.002135 mm^2
- Total power: 112.5 uW
- Antenna violations before repair: 0
- Register share after synthesis: 0
- Synth unique cells: 61
- Maximum vdd drop: 15.58 uV
- Ant. Diodes: 0
- Final ANT Viol Nets: 0
- Part of the cycle the worst path needs: 0.6944
- Top cells excl fill/tap: clkdlybuf4s50_1, inv_1, conb_1
- Power per cell area: 41.28 mW/mm^2
- Slew Limit Fails: 0
- Chip area: 0.01000 mm^2
- Final TNS setup: 0 ns
- Crit path cell chain: clkdlybuf4s50_1 -> inv_1 -> ha_1 -> nand4_1 -> a21oi_2 -> o2111ai_1 -> and3_1 -> nor3_1 -> o211ai_1 -> mux2_1 -> and4_1 -> o2111ai_1 -> nor3_2 -> clkdlybuf4s50_1
- Tool warning count: 32
- DR DRC count: 0
- CP Buf/Inv Count: 3
- DR pass1 iterations: 4
- Chip width: 100 um
- Clock period minus worst slack: 8.680 ns
- Design Area, Final: 0.002726 mm^2
- Hold Path Class: input port to primary output
- Final wirelength: 5.819 mm
- Crit path DRT: 10.00 ns
- Setup bufs post-CTS: 0
- IO Pins: 100
- Routability cong.: 0.8508
- Worst-Margin Slew: 0.5903 ns
- Via Count: 2219
- Initial core utilization: 0.3400
- Register area: 0 um^2
- Crit path depth: 14
- CP max stage cell: clkdlybuf4s50_1
==> cell type report <==
cell class / count / area, um^2
well taps: 77 / 96.34
inverters: 41 / 153.9
multi-input cells: 263 / 1826
fillers: 653 / 3551
repair buffers: 65 / 650.6
==> logic make-up after synthesis <==
logic type      Yosys count  share of synthesized area
mux                       5                    0.02403
buf+inv                  79                     0.2046
xor+xnor                 12                    0.04924
fa+ha+maj                31                     0.1817
other cells               1                   0.001757
compound gates          101                     0.3453
simple gates             79                     0.1934
==> power breakdown <==
group          switching, mW  internal (mW)  total, mW
registers                  0              0          0
clock network              0              0          0
logic                 0.0565         0.0561      0.113
total                 0.0565         0.0561      0.113
==> per-stage QoR <==
stage | util | cells
6_report | 0.4343 | 446
2_1_floorplan | - | 342
4_1_cts | 0.4343 | 446
5_1_grt | 0.4343 | 446
3_3_place_gp | 0.4343 | 446
3_5_place_dp | 0.4343 | 446
==> cells in the mapped netlist, types with 2 or more instances <==
cell	instances	share of area
nor3_1	6	0.014
nand4_1	3	0.0088
xnor2_1	11	0.045
nor2_1	18	0.032
o21a_1	3	0.011
nand3_1	6	0.014
o21ai_1	2	0.0047
o2111ai_1	3	0.012
a21o_1	8	0.028
buf_4	35	0.12
a31oi_1	5	0.015
nand2b_1	4	0.012
o41ai_1	2	0.0082
a31o_2	2	0.0082
or3_1	2	0.0059
and4_1	2	0.0082
nor3_2	2	0.0094
a22o_1	2	0.0082
inv_1	41	0.072
nand2_1	21	0.037
nor2b_1	3	0.0088
a21oi_1	29	0.068
and3_1	2	0.0059
ha_1	31	0.18
o31ai_1	2	0.0070
a2111oi_0	2	0.0082
o211ai_1	6	0.021
o2111a_1	3	0.016
o21ai_2	2	0.0082
and2_1	2	0.0059
mux2i_1	4	0.019
o21ai_0	15	0.035
==> how the worst min path moves through the flow <==
stage / from / endpoint / slack, ns
after global routing: data1_i[31] / Zero_o / 6.32
final: data1_i[31] / Zero_o / 6.26
after CTS: data1_i[31] / Zero_o / 6.28
==> layer usage <==
metal | vias up | share of wire | global-route usage
li1 | 1174 | - | -
met1 | 974 | 0.48 | 0.1589
met2 | 71 | 0.47 | 0.1847
met3 | 0 | 0.055 | 0.01457
met4 | 0 | 0 | 0
met5 | - | 0 | 0
Power figures rest on the tool's default switching activity, not on a simulated workload.
